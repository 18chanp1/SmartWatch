<file path="/design/flow/design.v">
// synopsys translate_off
`timescale 1 ps / 1 ps
// synopsys translate_on
module vga_address_translator(x, y, mem_address);
	parameter RESOLUTION = "320x240";
	input [((RESOLUTION == "320x240") ? (8) : (7)):0] x;
	input [((RESOLUTION == "320x240") ? (7) : (6)):0] y;
	output reg [((RESOLUTION == "320x240") ? (16) : (14)):0] mem_address;
	wire [16:0] res_320x240 = ({1'b0, y, 8'd0} + {1'b0, y, 6'd0} + {1'b0, x});
	wire [15:0] res_160x120 = ({1'b0, y, 7'd0} + {1'b0, y, 5'd0} + {1'b0, x});
	always @(*)
	begin
		if (RESOLUTION == "320x240")
			mem_address = res_320x240;
		else
			mem_address = res_160x120[14:0];
	end
endmodule
// synopsys translate_off
`timescale 1 ps / 1 ps
// synopsys translate_on
module vga_controller(	vga_clock, resetn, pixel_colour, memory_address,
		VGA_R, VGA_G, VGA_B,
		VGA_HS, VGA_VS, VGA_BLANK,
		VGA_SYNC, VGA_CLK);
	parameter BITS_PER_COLOUR_CHANNEL = 3;
	parameter MONOCHROME = "FALSE";
	parameter RESOLUTION = "320x240";
	parameter USING_DE1 = "TRUE";
	parameter C_VERT_NUM_PIXELS  = 11'd480;
	parameter C_VERT_SYNC_START  = 11'd493;
	parameter C_VERT_SYNC_END    = 11'd494;  
	parameter C_VERT_TOTAL_COUNT = 11'd525;
	parameter C_HORZ_NUM_PIXELS  = 11'd640;
	parameter C_HORZ_SYNC_START  = 11'd659;
	parameter C_HORZ_SYNC_END    = 11'd754;  
	parameter C_HORZ_TOTAL_COUNT = 11'd800;
	input vga_clock, resetn;
	input [((MONOCHROME == "TRUE") ? (0) : (BITS_PER_COLOUR_CHANNEL*3-1)):0] pixel_colour;
	output [((RESOLUTION == "320x240") ? (16) : (14)):0] memory_address;
	output reg [9:0] VGA_R;
	output reg [9:0] VGA_G;
	output reg [9:0] VGA_B;
	output reg VGA_HS;
	output reg VGA_VS;
	output reg VGA_BLANK;
	output VGA_SYNC, VGA_CLK;
	reg VGA_HS1;
	reg VGA_VS1;
	reg VGA_BLANK1;
	reg [9:0] xCounter, yCounter;
	wire xCounter_clear;
	wire yCounter_clear;
	wire vcc;
	reg [((RESOLUTION == "320x240") ? (8) : (7)):0] x;
	reg [((RESOLUTION == "320x240") ? (7) : (6)):0] y;
	assign vcc =1'b1;
	always @(posedge vga_clock or negedge resetn)
	begin
		if (!resetn)
			xCounter <= 10'd0;
		else if (xCounter_clear)
			xCounter <= 10'd0;
		else
		begin
			xCounter <= xCounter + 1'b1;
		end
	end
	assign xCounter_clear = (xCounter == (C_HORZ_TOTAL_COUNT-1));
	always @(posedge vga_clock or negedge resetn)
	begin
		if (!resetn)
			yCounter <= 10'd0;
		else if (xCounter_clear && yCounter_clear)
			yCounter <= 10'd0;
		else if (xCounter_clear)		 
			yCounter <= yCounter + 1'b1;
	end
	assign yCounter_clear = (yCounter == (C_VERT_TOTAL_COUNT-1));
	always @(*)
	begin
		if (RESOLUTION == "320x240")
		begin
			x = xCounter[9:1];
			y = yCounter[8:1];
		end
		else
		begin
			x = xCounter[9:2];
			y = yCounter[8:2];
		end
	end
	vga_address_translator controller_translator(
					.x(x), .y(y), .mem_address(memory_address) );
		defparam controller_translator.RESOLUTION = RESOLUTION;
	always @(posedge vga_clock)
	begin
		if (USING_DE1 == "TRUE")
			VGA_HS1 <= ~((xCounter >= C_HORZ_SYNC_START-2) && (xCounter <= C_HORZ_SYNC_END-2));
		else
			VGA_HS1 <= ~((xCounter >= C_HORZ_SYNC_START) && (xCounter <= C_HORZ_SYNC_END));
		VGA_VS1 <= ~((yCounter >= C_VERT_SYNC_START) && (yCounter <= C_VERT_SYNC_END));
		VGA_BLANK1 <= ((xCounter < C_HORZ_NUM_PIXELS) && (yCounter < C_VERT_NUM_PIXELS));
		VGA_HS <= VGA_HS1;
		VGA_VS <= VGA_VS1;
		VGA_BLANK <= VGA_BLANK1;
	end
	assign VGA_SYNC = vcc;
	assign VGA_CLK = vga_clock;
	integer index;
	integer sub_index;
	wire on_screen;
	assign on_screen = (USING_DE1 == "TRUE") ?
							(({1'b0, xCounter} >= 2) & ({1'b0, xCounter} < C_HORZ_NUM_PIXELS+2) & ({1'b0, yCounter} < C_VERT_NUM_PIXELS)) :
							(({1'b0, xCounter} >= 0) & ({1'b0, xCounter} < C_HORZ_NUM_PIXELS+2) & ({1'b0, yCounter} < C_VERT_NUM_PIXELS));
	always @(pixel_colour or on_screen)
	begin
		VGA_R <= 'b0;
		VGA_G <= 'b0;
		VGA_B <= 'b0;
		if (MONOCHROME == "FALSE")
		begin
			for (index = 10-BITS_PER_COLOUR_CHANNEL; index >= 0; index = index - BITS_PER_COLOUR_CHANNEL)
			begin
				for (sub_index = BITS_PER_COLOUR_CHANNEL - 1; sub_index >= 0; sub_index = sub_index - 1)
				begin
					VGA_B[sub_index+index] <= on_screen & pixel_colour[sub_index + BITS_PER_COLOUR_CHANNEL*2];
					VGA_G[sub_index+index] <= on_screen & pixel_colour[sub_index + BITS_PER_COLOUR_CHANNEL];
					VGA_R[sub_index+index] <= on_screen & pixel_colour[sub_index];
				end
			end
		end
		else
		begin
			for (index = 0; index < 10; index = index + 1)
			begin
				VGA_R[index] <= on_screen & pixel_colour[0:0];
				VGA_G[index] <= on_screen & pixel_colour[0:0];
				VGA_B[index] <= on_screen & pixel_colour[0:0];
			end
		end
	end
endmodule
</file>
<file path="/design/flow/run.sh">
#!/bin/bash
# OpenROAD 26Q1-2900-gdf79404cd8, Yosys 0.63+post, stock flow scripts
make -C /OpenROAD-flow-scripts/flow DESIGN_CONFIG=/design/flow/config.mk WORK_HOME=/design/flow/orfs finish
</file>
<file path="/design/flow/config.mk">
export PLATFORM = sky130hd
export DESIGN_NAME = vga_controller
export DESIGN_NICKNAME = vga_controller
export VERILOG_FILES = /design/flow/design.v
export SDC_FILE = /design/flow/constraint.sdc
export NUM_CORES = 4
export LEC_CHECK = 1
export CORE_UTILIZATION = 30
</file>
<file path="/design/flow/constraint.sdc">
current_design vga_controller

set clk_period 5.7
set clk_io_pct 0.2

create_clock -name clk0 -period $clk_period [get_ports {vga_clock}]

set non_clock_inputs [all_inputs -no_clocks]
set_input_delay [expr $clk_period * $clk_io_pct] -clock clk0 $non_clock_inputs
set_output_delay [expr $clk_period * $clk_io_pct] -clock clk0 [all_outputs]
</file>
==> qor.txt <==
status -> finished clean
tool warnings -> 33
Die ar. -> 7380 µm²
Worst-path clk slew -> 0.09 ns
Max Cap Violations -> 0
Post-synth EDFFs -> 0
# rows -> 30
PnR worst setup slack -> 1.10 ns
CTS tree -> yes
hold-fix buffers at CTS -> 0
Placed Area -> 2550 µm²
setup TNS -> 0 ns
num ports -> 63
DR iter-0 viols -> 56
Post-CTS Setup Bufs -> 0
most used cell, CP -> clkbuf_8
maximum vdd drop -> 0.000122 V
DIE HEIGHT -> 85.9 µm
ANT nets after route -> 0
clk_skew -> 0.00279 ns
Worst Path Max Fanout -> 2
Worst Hold Class -> flip-flop to flip-flop
clk latency of the worst-skew pair -> 0.37 ns
final setup vio count -> 0
routability cong. -> 0.800
crit path cell chain -> clkbuf_8, clkbuf_8, clkdlybuf4s50_1
Synth Cell Area -> 2110 µm²
Core ar. -> 6790 µm²
Synthesized registers -> 26
Synth Flop Type -> dfrtp_1
reg2reg setup slack -> 3.77 ns
relative slew slack -> 0.676
hold_sp -> VGA_HS1
Lkg Pwr -> 1.22 nW
Synth Instances -> 224
Vias per Instance -> 4.61
final hold vios -> 0
worst path arrival time -> 3.46 ns
area grow syn2layout -> 25.8%
Post-Route WL -> 3.94 mm
Yosys Instances -> 224
GRT busiest layer -> met2
worst r2r dst -> yCounter[9]
Worst Hold End -> VGA_HS
Critical Setup Path Class -> clock port to output pin
Chip Width -> 85.9 µm
Worst Hold Path Cells -> 0
pre-CTS setup slack -> 1.34 ns
slowest CP cell -> clkdlybuf4s50_1
met3 GRT Util -> 0.0342
YS chip area -> 2110 µm²
CP bufs+invs -> 3
first-pass GRT wire length -> 6.53 mm
Worst Reg-to-Reg Cells -> 5
post-cts resize count -> 0
Cell Type Count -> 49
delay-heaviest family, CP -> buffers and inverters
M1 GR Usage -> 0.165
post-route cell area -> 2660 µm²
Post-synth seq share -> 0.294
dpl hpwl -> 3.05 mm
Pwr Density -> 161 nW/µm²
unrepaired setup endpoints after global routing -> no
GRT overflow -> 0
Startpoint Class -> clock port
CP Launch Point -> vga_clock
fin. max-slew vios -> 0
Residual DRC -> 0
FP Util -> 0.311
pin count of the biggest net entering global routing -> 21
Core Util, Final -> 0.391
Global Route met2 Usage -> 0.165
Diodes inserted -> 0
PortBufs -> 58
share of cells above drive strength 1 -> 0.0664
WL per Instance -> 11.2 µm
CP Capture Type -> output pin
Async SR Flop Fraction -> 0.769
largest stage delay on the critical path -> 0.39 ns
via count -> 1622
actual slew at the worst max-slew pin -> 0.479 ns
Total GRT Usage -> 0.110
R2R Path Start -> xCounter[0]
initial antenna violation count -> 0
crit path DRT -> 4.56 ns
vias in the first global route -> 1381
syn_area_per_cell -> 9.43 µm²
TritonRoute pass-1 iters -> 4
Yosys Warn Count -> 3
power breakdown:
group	internal, W	switching, W
clock	0.000150	0.0000661
sequential	0.000184	0
combinational	0.0000230	0.00000608
cells in the final DEF (no fill, tap or decap), types with 2 or more instances in the layout:
master and count:
xor2_1 5, nor4_1 2, o21ai_0 8, ha_1 24, nand4_1 2, o21bai_1 2, and2_1 9, nand3b_1 2
nor4b_1 2, fa_1 2, nand2_1 10, or4_1 4, o211ai_1 2, nor2_1 9, nand3_1 9, nor3_1 2
dfxtp_1 6, a211oi_1 2, dfrtp_1 20, clkbuf_8 6, and4_1 3, and3b_1 2, xnor2_1 11, and3_1 5
conb_1 4, a31oi_1 4, mux2_2 2, inv_1 10, a21o_1 3, a21oi_1 9, clkdlybuf4s50_1 58
worst max-delay path by stage:
stage                           endpoint  slack [ns]  cells past startpoint
after global routing  memory_address[15]        0.96                      9
final                            VGA_CLK        1.10                      3
after CTS                        VGA_CLK        1.09                      3
layout make-up:
class                   instances  area [µm²]
repair buffers                 58         578
fillers                       657        4140
clock buffers                   7        92.6
well taps                      96         120
multi-input cells             154        1180
inverters                      10        37.5
flip-flops and latches         26         621
clock inverters                 1        30.0
kinds of logic after synthesis:
family,Yosys count,share of synthesized area
buffers and inverters,46,0.152
other,2,0.00355
AND/OR/NAND/NOR,70,0.204
AND-OR/OR-AND,36,0.110
XOR/XNOR,16,0.0663
multiplexers,2,0.0107
adder cells (fa/ha/maj),26,0.161
flip-flops,26,0.294
synthesized netlist by cell type (5+ instances only):
cell type	n	share of area
xor2_1	5	0.021
dfrtp_1	20	0.24
xnor2_1	11	0.046
inv_1	10	0.018
and2_1	9	0.027
and3_1	5	0.015
a21oi_1	9	0.021
dfxtp_1	6	0.057
o21ai_0	8	0.019
nand3_1	9	0.021
nand2_1	10	0.018
nor2_1	9	0.016
ha_1	24	0.14
buf_4	29	0.10
metal layers:
metal / part of all wire / up-vias
met2: 0.43 / 55
li1: - / 814
met3: 0.078 / 3
met1: 0.48 / 750
met4: 0.0043 / 0
met5: 0 / -
stage by stage:
step	hold slack, ns	cells	total power [W]
after floorplan	0.310	226	0.000208
after global placement	0.312	345	0.000228
after detailed placement	0.313	345	0.000229
after CTS	0.336	352	0.000439
after global routing	0.341	352	0.000451
final	0.335	352	0.000429
registers in the layout (all words and copies together), names as in the netlist:
signal / cells
VGA_VS: 1
VGA_HS1: 1
VGA_VS1: 1
VGA_HS: 1
VGA_BLANK: 1
xCounter: 10
yCounter: 10
VGA_BLANK1: 1
Power and IR drop assume default switching activity.
